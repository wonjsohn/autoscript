`flow/constraint.sdc`:
```
current_design spike_counter

set clk_period 8.6
set clk_io_pct 0.2

create_clock -name clk0 -period $clk_period [get_ports {clk}]

set non_clock_inputs [all_inputs -no_clocks]
set_input_delay [expr $clk_period * $clk_io_pct] -clock clk0 $non_clock_inputs
set_output_delay [expr $clk_period * $clk_io_pct] -clock clk0 [all_outputs]
```
`flow/run.sh`:
```
#!/bin/bash
# OpenROAD 26Q1-2900-gdf79404cd8, Yosys 0.63+post, stock flow scripts
make -C /OpenROAD-flow-scripts/flow DESIGN_CONFIG=/design/flow/config.mk WORK_HOME=/design/flow/orfs finish
```
`flow/config.mk`:
```
export PLATFORM = sky130hd
export DESIGN_NAME = spike_counter
export DESIGN_NICKNAME = spike_counter
export VERILOG_FILES = /design/flow/design.v
export SDC_FILE = /design/flow/constraint.sdc
export NUM_CORES = 4
export LEC_CHECK = 1
export CORE_UTILIZATION = 50
```
`flow/design.v`:
```
`timescale 1ns / 1ps
module spike_counter(
                        input wire clk,
                        input wire reset,
                        input wire spike_in,
                        output reg [31:0] spike_count
    );
    reg spike;
    reg state;
    reg [6:0] neuron_index;
    reg [31:0] count;
    always @ (posedge clk or posedge reset)
    begin
        if (reset) begin
            state <= 1;
            neuron_index<=0;
            spike <= 0;
        end else begin
            case(state)
                0:  begin
                    neuron_index <= neuron_index + 1;
                    state <= 1;
                    spike <= spike;
                    end
                1:  begin
                    neuron_index <= neuron_index;
                    state <= 0;
                    spike <= spike_in;
                    end
             endcase
        end
    end
    wire reset_bar;
assign reset_bar = ~reset;
always @ (negedge clk or negedge reset_bar) begin
    if (~reset_bar) begin
       count <= 0;
       spike_count <= 0;
    end else begin
        if (state) begin
            count <= count + spike;
            if (neuron_index == 7'h7f) begin
                count <= spike;
                spike_count <= count;
            end
        end
    end
end
endmodule
```
==> impl_metrics.yaml <==
# generated from flow reports
yosys:
  synth_chip_area_um2: 3250
  synth_seq_share_pct: 56.3
  netlist_area_um2: 3250
  synth.avg_cell_area_um2: 9.69
  post-synth-top-area-cell: "dfrtn_1"
  ys.flops: 73
  async_flop_share_pct: 100
  yosys_cells: 335
  yosys_warnings: 1
  ff_type: "dfrtn_1"
  ys_top_cells_by_area: "dfrtn_1 49%, nand2_1 12%, dfrtp_1 6.2%"
  synth_top_area_share_pct: 49.3
  synth-edff-count: 0
  syn_inst: 335
  synth_cell_types: 31
clock_tree:
  cts_max_level: 3
  cts.sinks: 73
  cts_root_buf: "clkbuf_8"
  clkTransAtPathRegs_ps: 50
  hold_buffers: 0
  worstSkewPairLatency_ps: 330
  cts_resized: 0
  cts_buffer_depth: 2
  cts_inserted_buffers: 9
  postCtsSetupBuffers: 0
  cts_tree: "built"
route:
  firstDrtPassIters: 4
  route.detailed.drc: 0
  num_antenna_cells: 0
  vias: 2280
  routedWlPerCell_um: 12.8
  postRouteAntennaNets: 0
  via_per_inst: 5.08
  drt-initial-drc-count: 104
  wirelength_um: 5740
die:
  initCoreUtil_pct: 53.2
  die_h_um: 82.6
  die_area_um2: 6820
  ios: 35
  core_um2: 6100
  fp.dieW_um: 82.6
  rows: 28
place:
  gp_congestion: 0.775
  post_dp_cell_area_um2: 3650
  hpwl_um: 3620
  port-buffer-count: 34
worst_setup_path:
  cp_slowest_cell: "clkdlybuf4s50_1"
  critPathTopFamily: "buffers and inverters"
  worstSetupStartpointType: "flop"
  crit_path_end_kind: "primary output"
  cp_slowest_stage_delay_ps: 480
  worstSetupPathType: "reg2out"
  crit_arrival_ps: 5510
  cp.required_ps: 6880
  worstPathBufferInverterCount: 1
  cp_max_fo: 2
  cp_cell_sequence: "clkdlybuf4s50_1"
timing:
  maxSlewViolCount: 0
  tightest_slew_ps: 614
  skew_ps: 12.9
  rsz0062_at_grt: "no"
  maxSlewHeadroom_pct: 59.0
  tns_ps: 0
  hold_viol: 0
  setup_viol: 0
final_layout:
  layout-drive-gt1-share_pct: 10.2
  final_cell_mix: "105 x nand2_1, 64 x dfrtn_1, 34 x clkdlybuf4s50_1, 30 x nor2_1, 20 x xnor2_1"
  stdcell_area_um2: 3920
  fill_cells: 495
  lay_top_count: "nand2_1"
  area_delta_synth_final_pct: 20.8
power:
  p_leak_nw: 1.87
  switching_share_pct: 20.7
  switching_power_uw: 155
  p_total_uw: 749
  p_int_uw: 594
  power.share.clock_pct: 46.4
  vdd_drop_max_mv: 0.155
  pwr-share-comb_pct: 3.9
  p_seq_share_pct: 49.7
  powerDensity_nw_per_um2: 191
grt:
  grt_pass1_vias: 2095
  grt-ovfl-total: 0
  grt_pass1_wl_um: 9850
  grt_start_max_net_pins: 70
  antenna_found_initial: 0
  grtUsageTotal_pct: 19.8
flow_run:
  cap_violations: 0
  tool_warnings: 27
status:
  status: "complete, no violations"
worst_hold_path:
  min_path_type: "reg2reg"
final timing paths:
check	depth (start not counted)	slack (ps)	from	end
max reg2reg	5	2250	neuron_index[0]$_DFFE_PP0N_	count[17]$_DFFE_NP0P_
min in group asynchronous	3	1870	reset	spike$_DFFE_PP0P_
min reg2reg	2	420	spike_count[25]$_DFFE_NP0P_	spike_count[25]$_DFFE_NP0P_
max in group asynchronous	3	2230	reset	spike_count[11]$_DFFE_NP0P_
min	2	420	spike_count[25]$_DFFE_NP0P_	spike_count[25]$_DFFE_NP0P_
max	1	1370	spike_count[13]$_DFFE_NP0P_	spike_count[13]
cell usage after synthesis (2+ instances only):
cell and number:
nand2_1 105, dfrtn_1 64, nor2_1 31, xnor2_1 20, nand3_1 13, xor2_1 12
nand4_1 10, o21ai_0 10, dfrtp_1 8, clkbuf_1 7, and3_1 6, inv_1 5
nor4_2 5, a21oi_1 4, and4_1 4, buf_2 4, ha_1 3, nor2_2 3
nor3_1 3, or3_1 3, buf_6 2, mux2_2 2, nand3_2 2, or2_4 2
cell families (layout without fill, tap and decap cells):
group	Yosys count	count (layout)	synth area share (%)
and+or+nand+nor	191	191	28.0
AOI/OAI and AO/OA	15	15	2.35
buffers and inverters	19	58	2.81
xor gates and xnor gates	32	32	8.64
adders and majority gates	3	3	1.16
DFF	73	73	56.3
muxes	2	2	0.694
sequential cells by signal (all words and copies together) (netlist names):
signal	flops
count	32
state	1
spike_count	32
spike	1
neuron_index	7
per-stage QoR:
step	hold WS (ps)	setup WS (ps)	cells	util, %
3_3_place_gp	418	1720	433	59.9
2_1_floorplan	382	843	335	-
3_5_place_dp	422	1720	433	59.9
5_1_grt	433	1300	449	64.3
4_1_cts	424	1350	449	64.3
6_report	416	1370	449	64.3
area by class of cell:
type                       count  area, um^2  area share (%)
clock buffer                  12         176            4.50
clock inverter                 4        95.1            2.43
sequential                    73        1830            46.6
multi-input combinational    243        1330            34.0
tap                           75        93.8            2.39
inverter                       5        18.8           0.479
timing repair buffer          37         375            9.57
worst register-to-register path, delay by kind of cell, from the launching register on:
kind	cells	cell delay [ps]
simple gates	3	770
buf+inv	1	460
flops	1	390
fa+ha+maj	1	260
per-layer routing:
layer | vias up | routed length, um | GRT usage [%]
met5 | - | 0 | 0
met4 | 0 | 59 | 1.55
met3 | 5 | 290 | 5.13
met2 | 43 | 2380 | 30.0
met1 | 1069 | 3010 | 32.0
li1 | 1163 | - | -
power by group through the flow:
stage	Sequential [mW]	Clock [mW]	Combinational (mW)
4_1_cts	0.372	0.357	0.0299
5_1_grt	0.375	0.372	0.0347
6_report	0.372	0.347	0.0294
No activity file was given, so power comes from the tool's default toggle rates.
