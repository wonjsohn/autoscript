==> ./design.v <==
module gen_clk(rawclk, half_cnt, clk_out1, clk_out2, clk_out3, int_neuron_cnt_out);
    input rawclk;
    input [31:0] half_cnt;
    output reg clk_out1, clk_out2, clk_out3;
    output [31:0] int_neuron_cnt_out;
    reg [31:0] delay_cnt;
    always @ (posedge rawclk) begin
        if (delay_cnt < half_cnt) begin
            clk_out1 <= clk_out1;
            delay_cnt <= delay_cnt + 1;
        end
        else begin
            clk_out1 <= ~clk_out1;
            delay_cnt <= 0;
        end
    end
	reg [7:0] neuronCounter;
	wire [6:0] neuronIndex;
	assign neuronIndex = neuronCounter[7:1];
	always @ (posedge clk_out1)
	begin	
		neuronCounter <= neuronCounter + 1'b1;
        clk_out2 <= {neuronCounter == 0};
        clk_out3 <= {(neuronIndex == 0) || (neuronIndex == 7'd43) ||
                    (neuronIndex == 7'd86)};
	end
    assign int_neuron_cnt_out = neuronCounter;
endmodule
==> ./run.sh <==
#!/bin/bash
# OpenROAD 26Q1-2900-gdf79404cd8, Yosys 0.63+post, stock flow scripts
make -C /OpenROAD-flow-scripts/flow DESIGN_CONFIG=/design/flow/config.mk WORK_HOME=/design/flow/orfs finish
==> ./config.mk <==
export PLATFORM = sky130hd
export DESIGN_NAME = gen_clk
export DESIGN_NICKNAME = gen_clk
export VERILOG_FILES = /design/flow/design.v
export SDC_FILE = /design/flow/constraint.sdc
export NUM_CORES = 4
export LEC_CHECK = 1
export CORE_UTILIZATION = 30
==> ./constraint.sdc <==
current_design gen_clk

set clk_period 4.0
set clk_io_pct 0.2

create_clock -name clk0 -period $clk_period [get_ports {rawclk}]

set non_clock_inputs [all_inputs -no_clocks]
set_input_delay [expr $clk_period * $clk_io_pct] -clock clk0 $non_clock_inputs
set_output_delay [expr $clk_period * $clk_io_pct] -clock clk0 [all_outputs]
==> impl_metrics.yaml <==
# yosys + openroad results
outcome:
  result_of_the_run: "completed"
critical_path:
  setup.worst_path.end_class: "flop"
  worstPathRequired_ns: 4.15
  r2r_setup_slk_ns: 1.63
  slowest_delay_ns: 0.60
  slowest_stage: "or4_1"
  worstPathBufferInverterCount: 3
  worstPathCellList: "clkdlybuf4s50_1 > inv_1 > ha_1 > and4_1 > nand2_1 > or4_1 > a31oi_4 > buf_4 > nor3_1"
  setup.worst_path.start_class: "input port"
  r2r_cell_count: 7
  criticalPathCategory: "input port to flop"
  crit_fanout: 14
  setup.worst_path.start: "half_cnt[14]"
  critical_path_cell_count: 9
  data_arrival_time_of_the_critical_path_ns: 3.15
  critical_path.endpoint: "delay_cnt[12]$_SDFF_PP0_"
  critical_path.reg2reg.endpoint: "delay_cnt[12]$_SDFF_PP0_"
  path_delay_family: "simple AND/OR/NAND/NOR gates"
  worst_r2r_startpoint: "delay_cnt[14]$_SDFF_PP0_"
global_route:
  globalRouteMet1Util_pct: 17.65
  globalRouteMet3Util_pct: 1.804
  global_route.usage.met2_pct: 18.72
  grt_usage_pct: 11.70
  wire_length_of_the_first_global_routing_pass_um: 9308
  grt-busiest-layer: "met2"
  grt_max_degree: 33
  global_route.overflow_total: 0
  grt_antenna_before_repair: 0
  first_global_vias: 1981
final_timing:
  maxSlewHeadroom_pct: 57.06
  number_of_unconstrained_endpoints: 20
  fin_tns_setup_ns: 0
  period_needed_ns: 2.996
  setup_clock_skew_after_layout_ns: 0.001433
  maxSlewViolCount: 0
  timing_hold_violations_final: 0
  unclocked_regs: 10
  setup_repair_after_global_routing_missed_its_margin: "no"
  measured_slew_at_the_worst_slew_check_pin_ns: 0.6405
  setup_viol: 0
  fmax_mhz: 333.8
  period_used_pct: 74.89
yosys:
  syn_area_mm2: 0.002809
  synth.mux.area_fraction_pct: 0
  synth.cellmix.xorXnorShare_pct: 11.22
  post_synth_inst_count: 325
  synth_adder_area_share_pct: 15.14
  synth_cell_types: 36
  logic_family: "simple AND/OR/NAND/NOR gates"
  simple_gate_share_pct: 23.16
  synth_stat.cells: 325
  yosys_area_mm2: 0.002809
  yosysWarningCount: 1
  synthAoiAreaFrac_pct: 6.236
  synth_seq_share_pct: 31.00
  synth_flop_count: 43
  synth.avg_cell_area_um2: 8.643
drt:
  drt_first_iter_violations: 100
  final_antenna_net_count: 0
  detail_route.antenna_diodes: 0
  drt-total-wl_um: 5317
  drc_errors: 0
  drt-wirelength-per-cell_um: 11.15
  detail_route.first_pass.iterations: 4
  drt-vias-per-instance: 4.650
  via_count: 2218
cells_and_area:
  area_growth_pct: 19.60
  mostFrequentLayoutCell: "clkdlybuf4s50_1"
  mostFrequentLayoutCells: "43 x clkdlybuf4s50_1, 42 x dfxtp_1, 34 x inv_1, 34 x ha_1, 31 x nor3_1"
  drive_gt1_share_pct: 4.065
  utilization_pct: 37.79
  final-instance-count-excl-fill: 477
  fill_cells: 880
clocking:
  post_cts.resized_instances: 0
  htree_levels: 2
  path_clk_slew_ns: 0.06
  clock_latency_on_the_worst_skew_pair_ns: 0.28
  cts_max_path_bufs: 2
  tritoncts_buffers: 5
  root_buffer: "clkbuf_8"
  cts_tree: "built"
  postCtsHoldBufs: 0
  post_cts.repair.setup_buffers: 0
power:
  powerDensity_mw_per_mm2: 331.7
  combinationalPowerShare_pct: 26.7
  p_int_uw: 771.3
  power.share.clock_pct: 28.4
  switching_power_uw: 343.1
  p_leak_uw: 0.001519
  netSwitchingFraction_pct: 30.79
  power.share.sequential_pct: 45.0
  vdd_drop_max_uv: 214.8
placement:
  place_inst: 469
  globalplace.congestion: 0.8118
  place.port_buffers: 43
  detailedPlacementHpwl_um: 4123
floorplan:
  placement_rows: 34
  coreArea_mm2: 0.008891
  die_width_um: 98.77
  floorplan.core_util_pct: 31.59
  chipArea_mm2: 0.009755
  die_y_um: 98.77
  io_pins: 68
min_path:
  timing.hold.worst_path_depth: 1
  worstHoldPathType: "flop to flop"
run:
  drv_cap: 0
  warnings: 26
-- worst register-to-register path, delay by kind of cell, from the launching register on --
| kind | cells | cell delay [ns] |
|---|---|---|
| AND/OR/NAND/NOR | 4 | 0.99 |
| buffers and inverters | 1 | 0.27 |
| adder cells (fa/ha/maj) | 1 | 0.31 |
| flip-flops | 1 | 0.37 |
| AND-OR/OR-AND | 1 | 0.32 |
-- per-layer routing --
metal	vias up	part of all wire, %
met4	0	0.79
met1	996	50
met2	46	45
met5	-	0
li1	1171	-
met3	5	4.0
-- layout make-up --
cell class / instances / area, µm² / share of cell area (%)
clock buffer: 7 / 86.33 / 2.570
timing repair buffer: 46 / 452.9 / 13.48
inverter: 34 / 127.6 / 3.799
clock inverter: 1 / 30.03 / 0.8939
sequential: 43 / 870.8 / 25.92
tap: 108 / 135.1 / 4.022
multi-input combinational: 238 / 1657 / 49.31
-- through the flow --
step	power [µW]	setup WS (ns)	instance area, µm²	hold slack (ns)
after CTS	1127	1.007	3359	0.4982
after detailed placement	805.7	0.7102	3243	0.4889
after floorplan	716.0	1.388	2895	0.4416
after global placement	796.6	0.7170	3243	0.4772
after global routing	1206	0.9142	3359	0.5207
final	1114	1.004	3359	0.4922
-- synthesized netlist by cell type (all sizes together) --
cell type	instances	area, µm²
o21a	1	7.510
ha	34	425.4
nand4	17	106.4
or2	1	6.260
a211oi	1	7.510
nand2	19	71.32
o211ai	1	7.510
and3	6	37.54
a21o	2	15.01
xor2	26	227.7
a2111oi	1	8.760
nor3	33	175.2
a31o	1	8.760
a221oi	1	8.760
and4	9	78.83
nand3	14	70.07
inv	34	127.6
o41ai	1	8.760
dfxtp	42	840.8
edfxtp	1	30.03
clkbuf	5	18.77
nor3b	1	7.510
nor4	4	25.02
a21oi	11	55.05
o21ai	4	20.02
a31oi	2	27.53
nor2	7	26.28
xnor2	10	87.58
nand2b	1	6.260
or4	2	15.01
buf	28	221.5
conb	1	3.750
and2	4	25.02
-- power groups by stage --
stage	Sequential (µW)	Combinational, µW	Clock [µW]
after CTS	502	299	326
after global routing	517	347	343
final	501	297	316
-- how the worst min path moves through the flow --
stage / start / endpoint / slack (ns)
after CTS: delay_cnt[0]$_SDFF_PP0_ / delay_cnt[0]$_SDFF_PP0_ / 0.50
after global routing: delay_cnt[0]$_SDFF_PP0_ / delay_cnt[0]$_SDFF_PP0_ / 0.52
final: delay_cnt[0]$_SDFF_PP0_ / delay_cnt[0]$_SDFF_PP0_ / 0.49
-- state kept, by name (all words and copies together), names as in the netlist --
register       cells
clk_out1           1
clk_out2           1
clk_out3           1
delay_cnt         32
neuronCounter      8
-- kinds of logic (layout without fill, tap and decap cells) --
group                      after synthesis  after routing
AOI/OAI and AO/OA                       26             26
DFF                                     43             43
adders and majority gates               34             34
xor gates and xnor gates                36             36
buffers and inverters                   67             88
and+or+nand+nor                        118            118
other                                    1             24
Power and IR drop assume default switching activity.
